### config.mk
export PLATFORM = sky130hd
export DESIGN_NAME = MIDI_Data_Processor
export DESIGN_NICKNAME = MIDI_Data_Processor
export VERILOG_FILES = /design/flow/design.v
export SDC_FILE = /design/flow/constraint.sdc
export NUM_CORES = 4
export LEC_CHECK = 1
export CORE_AREA = 10 10 70 70
export DIE_AREA = 0 0 80 80
### constraint.sdc
current_design MIDI_Data_Processor

set clk_period 1.0
set clk_io_pct 0.2

create_clock -name clk0 -period $clk_period

set non_clock_inputs [all_inputs -no_clocks]
set_input_delay [expr $clk_period * $clk_io_pct] -clock clk0 $non_clock_inputs
set_output_delay [expr $clk_period * $clk_io_pct] -clock clk0 [all_outputs]
### run.sh
#!/bin/bash
# OpenROAD 26Q1-2900-gdf79404cd8, Yosys 0.63+post, stock flow scripts
make -C /OpenROAD-flow-scripts/flow DESIGN_CONFIG=/design/flow/config.mk WORK_HOME=/design/flow/orfs finish
### design.v
module MIDI_Data_Processor(
	input wire data_ready,
	input wire [31:0] MIDI_data,
	output reg [7:0] MIDI_pitch
);
	always_comb begin
		if ((data_ready == 1) && (MIDI_data[23:20] == 4'b1001))
			MIDI_pitch = MIDI_data[15:8];  
		else if ((data_ready == 1) && (MIDI_data[23:20] == 4'b1000))
			MIDI_pitch = 8'b11111111;  
		else
			MIDI_pitch = 8'b11111111;  
	end
endmodule
==> impl_metrics.json <==
{
  "drtPass1Iterations": 3,
  "mi_logic_area_sq_um": 97.6,
  "relSlewSlack_pct": 82.4,
  "area_growth_pct": 322,
  "grt_pass1_wl_microns": 1210,
  "io_buffers": 21,
  "top_area_share_pct": 72.7,
  "seqCellArea_sq_um": 0,
  "worst_pin_slew_ns": 0.264,
  "ioPinCount": 41,
  "grt_max_degree": 9,
  "setup_viol": 6,
  "path_cells": "buf_6, nor2b_4, buf_6, nand4b_1, buf_2",
  "die_h_microns": 80,
  "ff_count": 0,
  "overflow": 0,
  "fillers": 402,
  "wl_per_cell_microns": 9.34,
  "fp.coreArea_sq_um": 3420,
  "syn_area_sq_um": 96.3,
  "die_area_sq_um": 6400,
  "slowest_delay_ns": 0.19,
  "drt_iter0_drc": 1,
  "topCellsByArea": "nand4b_1, nor2b_1, buf_2",
  "final-hold-violation-count": 0,
  "yosys_cells": 13,
  "synthDistinctLibCells": 4,
  "xor_area_share_pct": 0,
  "p_per_area_nw_per_um2": 260,
  "routabilityCongestion": 0.740,
  "synthAoiAreaFrac_pct": 0,
  "finalMaxSlewViolations": 0,
  "total_power_mw": 0.106,
  "clock_buffers": 0,
  "antenna_found_initial": 0,
  "max_freq_mhz": 961,
  "grt_pass1_vias": 205,
  "p_leak_nw": 0.158,
  "crit_top_cell": "buf_6",
  "cp.required_ns": 0.80,
  "max_cap_violations": 0,
  "grt_setup_unrepaired": "true",
  "ys_sh_mux_pct": 0,
  "avgSynthCellArea_sq_um": 7.41,
  "vias": 216,
  "slowest_stage": "nor2b_4",
  "drc": 0,
  "failed_checks": "setup timing",
  "grt_usage_pct": 2.29,
  "fin_ws_ns": -0.0409,
  "timing.hold.ws_ns": 0.696,
  "period_minus_slack_ns": 1.04,
  "synth_top_cell_by_area": "nand4b_1",
  "drive_gt1_share_pct": 56.4,
  "ys_seq_share_pct": 0,
  "wl_microns": 794,
  "n_antenna_cell": 0,
  "simple_gate_share_pct": 85.7,
  "crit_type": "in -> out",
  "arrival_ns": 0.84,
  "warnings": 54,
  "fin_tns_setup_ns": -0.118,
  "hold_path_class": "in -> out",
  "syn_inst": 13,
  "status": "finished with violations",
  "topCombFamilyByArea": "simple AND/OR/NAND/NOR gates",
  "yosys.stat.chipArea_sq_um": 96.3,
  "ys_sh_adder_pct": 0,
  "fp-utilization_pct": 2.82,
  "crit_fanout": 6,
  "final_antenna_net_count": 0,
  "start_kind": "input port",
  "ir_drop_v": 0.0000258,
  "synth_warnings": 1,
  "die_w_microns": 80,
  "crit_path_end_kind": "output pin",
  "dpl.hpwl_microns": 590,
  "period_used_pct": 104,
  "viasPerCell": 2.54,
  "ctsHoldBuffers": 0,
  "std_cell_rows": 21
}
[stage by stage]
stage | setup slack, ns | area, sq um | utilization [%] | cells
4_1_cts | -0.0357 | 375 | 11.0 | 83
5_1_grt | -0.103 | 407 | 11.9 | 85
6_report | -0.0409 | 407 | 11.9 | 85
3_5_place_dp | -0.699 | 365 | 10.7 | 79
2_1_floorplan | 0.279 | 96.3 | - | 13
3_3_place_gp | -0.669 | 365 | 10.7 | 79
[power by group]
part / switching, mW / leakage, nW / total (mW) / internal [mW]
Sequential: 0 / 0 / 0 / 0
Combinational: 0.0298 / 0.158 / 0.106 / 0.0757
Clock: 0 / 0 / 0 / 0
[cell usage in the layout, fill, tap and decap left out]
master	netlist	final
buf_2	2	8
nand4b_1	8	8
clkdlybuf4s15_1	0	1
buf_8	0	1
nor2b_4	0	2
buf_4	0	2
dlygate4sd2_1	0	8
buf_6	0	9
[layer usage]
layer | global-route usage (%) | part of all wire [%] | up-vias
li1 | - | - | 105
met2 | 3.37 | 36 | 17
met4 | 0 | 0 | 0
met3 | 0.909 | 14 | 0
met1 | 3.23 | 50 | 94
met5 | 0 | 0 | -
[logic make-up (layout without fill, tap and decap cells)]
| logic type | count (synthesis) | in the layout |
|---|---|---|
| buffers and inverters | 3 | 29 |
| AND/OR/NAND/NOR | 10 | 10 |
[synth_stat cells]
cell type  instances
buf_2              2
buf_1              1
nor2b_1            2
nand4b_1           8
[critical path, delay by kind of cell]
kind                   cells  cell delay [ns]
AND/OR/NAND/NOR            2             0.28
buffers and inverters      3             0.36
[path summary, 6_finish.rpt]
check	endpoint	from	cells after the start	slack, ns
worst min-delay path	MIDI_pitch[1]	MIDI_data[22]	4	0.70
worst max-delay path	MIDI_pitch[0]	MIDI_data[22]	5	-0.04
[repair_timing]
action / 4_1_cts / 5_1_grt
setup buffers: 5 / 2
pin swaps: 5 / 3
gates resized: 57 / 5
endpoints found under the setup margin: 8 / 8
[final cells by class]
class | count | area share (%)
Tap cell | 46 | 14.2
Timing Repair Buffer | 29 | 61.8
Multi-Input combinational cell | 10 | 24.0
Power is estimated from default activity; no workload was simulated.
